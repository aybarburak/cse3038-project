===== flow/run.sh =====
#!/bin/bash
# OpenROAD 26Q1-2900-gdf79404cd8, Yosys 0.63+post, stock flow scripts
make -C /OpenROAD-flow-scripts/flow DESIGN_CONFIG=/design/flow/config.mk WORK_HOME=/design/flow/orfs finish

===== flow/config.mk =====
export PLATFORM = sky130hd
export DESIGN_NAME = j_b_control
export DESIGN_NICKNAME = j_b_control
export VERILOG_FILES = /design/flow/design.v
export SDC_FILE = /design/flow/constraint.sdc
export NUM_CORES = 4
export LEC_CHECK = 1
export CORE_AREA = 10 10 94 94
export DIE_AREA = 0 0 104 104

===== flow/constraint.sdc =====
current_design j_b_control

set clk_period 11.5
set clk_io_pct 0.2

create_clock -name clk0 -period $clk_period

set non_clock_inputs [all_inputs -no_clocks]
set_input_delay [expr $clk_period * $clk_io_pct] -clock clk0 $non_clock_inputs
set_output_delay [expr $clk_period * $clk_io_pct] -clock clk0 [all_outputs]

===== flow/design.v =====
module j_b_control(branch,bmv,baln,jalpc,blez,bneal,balrn,dataa,datab,statusregister,baln_out,bneal_out,selectmux,st2_neg);
input [2:0] statusregister,st2_neg;
input [31:0] dataa,datab;
input branch,baln,jalpc,blez,bneal,balrn,bmv;
output baln_out,bneal_out;
wire ne,baln_out,bneal_out;
assign ne=(|(dataa+1+(~datab)));	
output [2:0] selectmux;
wire [2:0] selectmux;
reg [2:0] x;
assign bneal_out = bneal & ne;
assign baln_out = baln & statusregister[1];
assign selectmux = (branch == 1 ) ? 3'b001:
		   (bmv == 1 & statusregister[2]) ? 3'b010:
		   (baln == 1 & statusregister[1]) ? 3'b011:
		   (jalpc == 1 ) ? 3'b001:
		   (blez == 1 & (dataa[31] == 1 | (|dataa) == 0 )) ? 3'b001:
		   (bneal == 1 & ne == 1) ? 3'b001:
		   (balrn == 1 & statusregister[1]== 1 ) ? 3'b100:
							   3'b000;
endmodule

==> run summary <==
post-cts sizing count: 0
number of warnings printed during yosys synthesis: 0
total power divided by cell area: 49.07 nW/µm²
number of top-level pins: 82
cell internal pwr: 0.00007651 W
filler cell count: 745
sequential cells: 0
distinct lib cells: 68
count of clock-net buffers in the final layout: 0
initial antenna violation count: 0
number of warning messages in the logs: 36
most common library cells after synthesis: sky130_fd_sc_hd__nand2_1, sky130_fd_sc_hd__inv_1, sky130_fd_sc_hd__a21oi_1, sky130_fd_sc_hd__nor2_1, sky130_fd_sc_hd__ha_1
post-CTS setup buffer count: 0
post-detailed-routing wire length: 9244 µm
count of hold buffers inserted by post-cts repair: 0
total of buffers placed on input and output ports: 78
clock group share of total power: 0%
standard-cell rows: 30
number of global-route vias before repair: 2,993
global-route total usage across every layer: 16.55%
via count: 3,187
floorplan core area: 6832 µm²
Arrival @ worst endpoint: 6.39 ns
switching power as a share of total power: 53.78%
maximum VDD drop: 0.02187 mV
startpoint of the worst setup timing path: datab[8]
Avg Synthesized Cell Area: 6.371 µm²
Detail Route Antenna Nets: 0
Worst Max-Slew Pin Slew: 0.6518 ns
Final Wtd Congestion: 0.9412
layout-stage area growth over the synthesis result: 31.71%
wire length of the first global-routing pass: 15,420 µm
status: finished clean
Tmin final: 8.694 ns
die width: 104 µm
Yosys Chip Area: 2561 µm²
footprint of the flip-flops and latches: 0 µm²
antenna diode count: 0
Vert. Die Dim: 104 µm
leakage component of the power: 1.446 nW
total cells reported by yosys after synthesis: 402
Seq share, synth: 0%
fp util: 37.49%
count of pins over their slew limit: 0
path type of the worst min-delay path: in -> out
TritonRoute pass-1 iters: 4
final setup violating endpoints: 0
pin count of the biggest net entering global routing: 13
top-count cell post-synth: sky130_fd_sc_hd__nand2_1
crit-path max FO: 8
DRC: 0
Hold Vio Cnt, Final: 0
proportion of netlist area held by the largest area contributor: 15.14%
drt wl/cell: 16.57 µm
endpoint kind of the worst setup timing path: primary output
logic gate share of total power: 100.0%
sequential cell fraction of total power: 0%
setup slack after placement: 2.830 ns
unrepaired setup endpoints after global routing: false
P_sw: 0.00008901 W
critical path class: in -> out
Slew Limit Headroom: 56.28%
setup_tns: 0 ns
smallest setup slack after layout: 2.806 ns
Chip Area: 10,820 µm²
type of element launching the critical path: input pin
estimated wirelength of the detail-placed design: 7978 µm
combined area of all synthesized cells: 2561 µm²
main area contributors after synthesis: sky130_fd_sc_hd__ha_1, sky130_fd_sc_hd__a21oi_1, sky130_fd_sc_hd__nand2_1
max frequency: 0.1150 GHz
period utilisation layout: 75.60%
Via-to-Cell Ratio: 5.711
cell accounting for the most synthesized area: sky130_fd_sc_hd__ha_1
max-capacitance violation count: 0
total congestion overflow: 0
Worst Min Path Start: bneal
iteration-0 DRC count of the detailed router: 198
required time at the endpoint of the critical path: 9.20 ns
Syn Inst Count: 402
ratio of cells with drive above 1 in the final layout: 3.896%
critical path endpoint: selectmux[2]
worst max-delay path, stage by stage:
cell,delay [ns]
sky130_fd_sc_hd__clkdlybuf4s50_1,0.46
sky130_fd_sc_hd__inv_1,0.04
sky130_fd_sc_hd__ha_1,0.35
sky130_fd_sc_hd__a21oi_1,0.28
sky130_fd_sc_hd__o21ai_0,0.21
sky130_fd_sc_hd__a221oi_2,0.57
sky130_fd_sc_hd__a21bo_2,0.24
sky130_fd_sc_hd__a311oi_1,0.08
sky130_fd_sc_hd__or4_1,0.56
sky130_fd_sc_hd__nor4_1,0.32
sky130_fd_sc_hd__a31oi_1,0.19
sky130_fd_sc_hd__nor4_2,0.28
sky130_fd_sc_hd__clkdlybuf4s50_1,0.51
logic make-up after synthesis:
| logic type | synth area share, % |
|---|---|
| adders and majority gates | 15.14 |
| buffers and inverters | 9.624 |
| and+or+nand+nor | 31.22 |
| AOI/OAI and AO/OA | 37.76 |
| xor gates and xnor gates | 3.420 |
| muxes | 2.833 |
layout make-up:
cell class	instances	area, µm²	area share [%]
Tap cell	96	120.1	3.561
Timing Repair Buffer	79	788.3	23.37
Multi-Input combinational cell	343	2315	68.62
Inverter	40	150.1	4.451
worst min path at each step:
stage / to / cells past startpoint
5_1_grt: selectmux[2] / 4
4_1_cts: bneal_out / 4
6_report: bneal_out / 4
stage by stage:
| step | area [µm²] | util [%] | std cells | hold slack [ns] | power [W] |
|---|---|---|---|---|---|
| global placement | 3373 | 49.38 | 558 | 5.519 | 0.0001638 |
| global route | 3373 | 49.38 | 558 | 5.577 | 0.0001840 |
| CTS | 3373 | 49.38 | 558 | 5.532 | 0.0001647 |
| floorplan | 2561 | - | 402 | 4.611 | 0.0001080 |
| detailed placement | 3373 | 49.38 | 558 | 5.525 | 0.0001635 |
| finish | 3373 | 49.38 | 558 | 5.523 | 0.0001655 |
layout by cell type, fill, tap and decap left out, types with 4 or more instances in the layout:
cell type	n
sky130_fd_sc_hd__inv_1	40
sky130_fd_sc_hd__ha_1	31
sky130_fd_sc_hd__o22ai_1	4
sky130_fd_sc_hd__a21o_1	13
sky130_fd_sc_hd__nand4_1	14
sky130_fd_sc_hd__o211ai_1	5
sky130_fd_sc_hd__a211oi_1	5
sky130_fd_sc_hd__nand3_1	9
sky130_fd_sc_hd__nor2_1	35
sky130_fd_sc_hd__o21ai_0	17
sky130_fd_sc_hd__xnor2_1	7
sky130_fd_sc_hd__nand2_1	41
sky130_fd_sc_hd__mux2i_1	5
sky130_fd_sc_hd__or3_1	5
sky130_fd_sc_hd__and3_1	7
sky130_fd_sc_hd__nor4_1	14
sky130_fd_sc_hd__clkdlybuf4s50_1	78
sky130_fd_sc_hd__nor3_1	10
sky130_fd_sc_hd__nand2b_1	5
sky130_fd_sc_hd__o21a_1	7
sky130_fd_sc_hd__a21oi_1	35
sky130_fd_sc_hd__a31oi_1	8
layer usage:
layer / track usage, % / up-vias / part of all wire [%]
met1: 25.36 / 1437 / 51
met3: 1.504 / 8 / 4.6
met2: 24.86 / 99 / 44
li1: - / 1643 / -
met4: 1.889 / 0 / 1.1
met5: 0 / - / 0
power by group through the flow:
stage / clock network [W] / registers [W] / logic [W]
5_1_grt: 0 / 0 / 0.000184
4_1_cts: 0 / 0 / 0.000165
6_report: 0 / 0 / 0.000166
Power is estimated from default activity; no workload was simulated.
