`flow/config.mk`:
```
export PLATFORM = sky130hd
export DESIGN_NAME = mult8_to_1_32
export DESIGN_NICKNAME = mult8_to_1_32
export VERILOG_FILES = /design/flow/design.v
export SDC_FILE = /design/flow/constraint.sdc
export NUM_CORES = 4
export LEC_CHECK = 1
export CORE_AREA = 10 10 132 132
export DIE_AREA = 0 0 142 142
```
`flow/run.sh`:
```
#!/bin/bash
# OpenROAD 26Q1-2900-gdf79404cd8, Yosys 0.63+post, stock flow scripts
make -C /OpenROAD-flow-scripts/flow DESIGN_CONFIG=/design/flow/config.mk WORK_HOME=/design/flow/orfs finish
```
`flow/design.v`:
```
module mult8_to_1_32(out, i0,i1,i2,i3,i4,i5,i6,i7,s0);
output [31:0] out;
input [31:0]i0,i1,i2,i3,i4,i5,i6,i7;
input [2:0]s0;
assign out = (s0 == 3'b000) ? i0 :
             (s0 == 3'b001) ? i1 :
             (s0 == 3'b010) ? i2 :
             (s0 == 3'b011) ? i3 :
             (s0 == 3'b100) ? i4 :
             (s0 == 3'b101) ? i5 :
             (s0 == 3'b110) ? i6 : i7;
endmodule
```
`flow/constraint.sdc`:
```
current_design mult8_to_1_32

set clk_period 9.7
set clk_io_pct 0.2

create_clock -name clk0 -period $clk_period

set non_clock_inputs [all_inputs -no_clocks]
set_input_delay [expr $clk_period * $clk_io_pct] -clock clk0 $non_clock_inputs
set_output_delay [expr $clk_period * $clk_io_pct] -clock clk0 [all_outputs]
```
==> results.txt <==
yosys + openroad results -> first-pass GRT wire length=19.9 mm, Cell area leaders=mux4_2 (21%), mux4_1 (11%), mux2_1 (5.1%), a221oi_2 (4.8%), o221ai_1 (4.8%), yosys warning tally=0, max_cap viols=0, gp weighted congestion=0.894, first drt pass iteration count=4, hold path startpoint=i4[22], final setup fails=0, Unique cell types=34, chip width=142 um, CP delay by family, top=buffers and inverters, chip area=20200 um^2, CP max stage delay=0.57 ns, OpenROAD warnings=32, postcts setup bufs=0, Worst Hold Class=in2out, vias=3174, Chip Height=142 um, share of cells above drive strength 1=9.33%, vias in the first global route=3498, routed vias/inst=4.61, critical path's slowest cell=a21oi_1, Top-area cell share=20.6%, final antenna diode count=0, area delta synth->final=134%, worst-path maximum fanout=53, setup slack after layout=3.15 ns, I/O Buffers=291, core area=14500 um^2, DR WL/cell=19.6 um, row cnt=44, actual slew at the worst max-slew pin=0.822 ns, Max VDD drop=26.3 uV, CP bufs+invs=5, post-placement setup slack=3.15 ns, Hold Buf Count CTS=0, dominant logic cell type in the layout=clkdlybuf4s50_1, initial antenna violation count=0, fp util=15.1%, Register Area=0 um^2, Placement Cell Area=5120 um^2, grt ovf=0, Worst Setup End Kind=primary output, most frequent CP cell=buf_4, status=completed, count of clock buffers in the final design=0, Mapped Area=2190 um^2, DRC=0, Iteration-0 DRC Markers=55, Mapped Avg Cell Area=9.20 um^2, fin cells=688, crit path cell chain=buf_2 > buf_4 > inv_2 > a21oi_1 > buf_4 > o221ai_1 > a31oi_1 > clkdlybuf4s50_1, fin area=5120 um^2, RSZ-0062 raised after global routing=no, yosys stat area=2190 um^2, cycle use final=67.6%, Cells after Synth=238, cts repair resizes=0, Worst Setup Start Kind=primary input, power per cell area=44.3 nW/um^2, # fillers=1459, setup TNS=0 ns, dpl cells=688, num ports=291, min Tclk post-route=6.55 ns, crit path DAT=4.61 ns, kind of critical path=in2out, Total GRT Usage=12.4%, post-DP HPWL=11.7 mm, Top cells excl fill/tap=clkdlybuf4s50_1 (288), nand2_1 (24), nor2_1 (23), mux4_2 (20), leakage=1.86 nW, flip-flops=0, pin count of the biggest net entering global routing=55, routed wire length=13.5 mm, yosys cell count=238, Logic area=1950 um^2, worst path required time=7.76 ns, cell type with the largest total area=mux4_2, Final ANT Viol Nets=0, origin of the worst setup path=s0[2], Max Freq=153 MHz, Synth Seq Share=0%, Hold Vio Cnt, Final=0, Slew Limit Fails=0, relative slew slack=45.0%, total power=0.227 mW
## stage by stage
stage	util, %	hold WS (ns)
floorplan	-	3.97
global placement	35.2	4.82
detailed placement	35.2	4.81
CTS	35.2	4.82
global route	35.2	4.85
finish	35.2	4.81
## cell type report
cell class / count / area share [%]
inverters: 2 / 0.147
multi-input cells: 207 / 38.2
well taps: 184 / 4.49
repair buffers: 295 / 57.2
## kinds of logic after synthesis
kind of cell	count (synthesis)	synth area share, %
AND-OR/OR-AND	91	31.5
buffers and inverters	31	10.7
AND/OR/NAND/NOR	61	13.5
multiplexers	55	44.2
## power breakdown
part	switching, mW	total [mW]	internal, mW	leakage, nW
Clock	0	0	0	0
Sequential	0	0	0	0
Combinational	0.0659	0.227	0.161	1.86
Total	0.0659	0.227	0.161	1.86
## per-layer routing
metal  global-route usage [%]  vias up  wire (um)
met5                        0        -          0
met4                    0.646        0         73
met2                     20.5      186       6440
met1                     15.5     1447       5460
met3                     5.01        5       1540
li1                         -     1536          -
## cells in the mapped netlist, drive strengths merged
| cell type | count |
|---|---|
| inv | 2 |
| o21ai | 3 |
| mux4 | 29 |
| o22ai | 14 |
| mux2 | 16 |
| a21o | 12 |
| nor2 | 23 |
| or2 | 1 |
| mux2i | 10 |
| a22oi | 3 |
| a21oi | 14 |
| nor2b | 3 |
| nand3 | 3 |
| or3b | 3 |
| a31oi | 13 |
| buf | 25 |
| a2bb2oi | 7 |
| nand2 | 25 |
| a22o | 3 |
| o221ai | 12 |
| nor4b | 3 |
| clkbuf | 4 |
| a221oi | 10 |
## worst paths after layout
path	slack, ns	endpoint	depth (start not counted)
worst max-delay path	3.15	out[6]	8
worst min-delay path	4.81	out[22]	4
Power and IR drop assume default switching activity.
