`design/flow/run.sh`:
```
#!/bin/bash
# OpenROAD 26Q1-2900-gdf79404cd8, Yosys 0.63+post, stock flow scripts
make -C /OpenROAD-flow-scripts/flow DESIGN_CONFIG=/design/flow/config.mk WORK_HOME=/design/flow/orfs finish
```
`design/flow/config.mk`:
```
export PLATFORM = sky130hd
export DESIGN_NAME = alu32
export DESIGN_NICKNAME = alu32
export VERILOG_FILES = /design/flow/design.v
export SDC_FILE = /design/flow/constraint.sdc
export NUM_CORES = 4
export LEC_CHECK = 1
export CORE_UTILIZATION = 30
```
`design/flow/constraint.sdc`:
```
current_design alu32

set clk_period 24.6
set clk_io_pct 0.2

create_clock -name clk0 -period $clk_period

set non_clock_inputs [all_inputs -no_clocks]
set_input_delay [expr $clk_period * $clk_io_pct] -clock clk0 $non_clock_inputs
set_output_delay [expr $clk_period * $clk_io_pct] -clock clk0 [all_outputs]
```
`design/flow/design.v`:
```
module alu32(sum,a,b,shamt,zout,statusregister,gin); 
output [31:0] sum;
output [2:0] statusregister;
input [31:0] a,b; 
input [2:0] gin; 
input [4:0] shamt; 
reg [31:0] sum;
reg [31:0] less;
reg [2:0] statusregister=3'b000;
output zout;
reg zout;
always @(a or b or gin)
begin
	case(gin)
	3'b010: sum=a+b; 		 
	3'b110: sum=a+1+(~b);	 
	3'b111: begin less=a+1+(~b);	 
			if (less[31]) sum=1;	
			else sum=0;
		  end
	3'b000: sum=a & b;	 
	3'b001: sum=a|b;		 
	3'b011: sum=b>>shamt;	 
	default: sum=31'bx;	
	endcase
zout=~(|sum);
statusregister[0]=zout;
statusregister[1]=sum[31];
statusregister[2]=((a[31]&b[31]&(~sum[31]))|(~a[31]&~b[31]&(sum[31])));
end
endmodule
```
==> results.txt <==
run metrics: Die Height=158 um, CP Capture Type=primary output, slew of the pin with the lowest slew margin=0.891 ns, Final period util=61.8%, YS chip area=between 7000 and 8000 um2, Min-Delay Path Class=input port to primary output, GRT Resource Usage Total=26.1%, post-synth top area share=16.9%, input/output buffers=108, CTS resizes=0, Max Cap Viol=0, largest net degree at the start of global routing=53, post-route cell area=8550 um2, die area=about 25000 um2, unrepaired setup endpoints after global routing=false, post-synth cell types=82, remaining global-route overflow=0, Fill cells=2553, M2 GR Usage=40.7%, WS Path Type=input port to primary output, worst path arrival time=10.28 ns, M1 GR Usage=36.5%, Post-synth seq share=0%, Post-DP HPWL=about 26 mm, dpl cells=1424, Reg area=0 um2, Layout area overhead=16.4%, Total Wirelength=32.5 mm, Slowest cell on crit path=a2111oi_0, Ys Warns=1, pwr dens=23.3 nW/um2, Peak VDD IR=7.62 uV, Mapped Area=7340 um2, DRC=0, Post-Synthesis Cells=1062, PnR worst setup slack=9.40 ns, top cells, area=ha_1 (17%), mux4_2 (6.7%), inv_1 (5.6%), a21oi_1 (5.2%), mux2i_1 (5.0%), Die X=158 um, M3 GR Usage=5.18%, average vias per placed instance=6.01, Final Hold Viols=0, biggest cell delay along the critical path=slightly below 0.9 ns, Iter 0 DRT Violations=~840, Post-CTS Setup Inserts=0, Slew headroom=39.1%, I/O pins=108, most common cell in the netlist=inv_1, layout cells sized above 1=6.24%, Antenna Nets Post-Route=0, Buf/Inv on CP=2, antenna violations before repair=0, Crit path max-delay family=simple AND/OR/NAND/NOR gates, critical path peak fanout=6, f_max=about 66 MHz, final slew viol count=0, Synth area leader=ha_1, ys cells=1062, diodes inserted=0, DR WL/cell=roughly 23 um, crit-path cells=clkdlybuf4s50_1 -> mux4_2 -> o21ai_1 -> mux2i_1 -> a2111oi_0 -> and4b_1 -> nand4bb_1 -> or4_1 -> nor4_1 -> nand4b_1 -> nor4_2 -> clkdlybuf4s50_1, fp util=30.9%, post-route minimum period=15.20 ns, Final GP Congestion=1.01, GRT Max-Usage Layer=met2, Leakage=approximately 3.7 nW, Setup TNS Final=0 ns, vias in the first global route=7842, final setup violation count=0, CP most frequent cell=clkdlybuf4s50_1, status=completed, DP Area=8550 um2, final-layout clock buffer total=0, OpenROAD warnings=99, CP Launch Type=input port, global-route wire length before repair=48.2 mm, row count=56, CTS Hold Bufs=0, Detailed Routing Iterations Pass 1=5, dpl ws=approximately 9.5 ns, Core Region=~24000 um2, Vias=8559, fin cells=1424, Flops=0, Worst EP required=19.68 ns, Commonest cells post-synth=inv_1 (109), ha_1 (99), nand2_1 (93), syn avg cell area=6.91 um2
per-stage QoR:
| step | utilization (%) | power, W | hold WS (ns) |
|---|---|---|---|
| after floorplan | - | 0.000120 | 10.06 |
| after global placement | 36.0 | 0.000196 | 11.03 |
| after detailed placement | 36.0 | 0.000195 | 11.04 |
| after CTS | 36.0 | 0.000196 | 11.03 |
| after global routing | 36.0 | 0.000215 | 11.11 |
| final | 36.0 | 0.000199 | 11.02 |
worst min-delay path, stage by stage:
cell	delay [ns]
buf_2	0.32
o21ai_0	0.18
a21oi_1	0.09
nand3_1	0.13
clkdlybuf4s50_1	0.47
path summary, 6_finish.rpt:
check,startpoint,end,slack (ns),depth (start not counted)
worst min-delay path,gin[0],sum[2],11.02,5
worst max-delay path,b[23],statusregister[0],9.40,12
where the power goes:
part / switching [W] / total (W) / leakage (nW) / internal, W
sequential: 0 / 0 / 0 / 0
combinational: 0.000117 / 0.000199 / 3.66 / 0.0000820
clock: 0 / 0 / 0 / 0
routing by layer:
layer / part of all wire, % / wire, um
met2: 44 / 14400
met4: 3.1 / 1010
met1: 44 / 14300
met3: 8.6 / 2780
met5: 0 / 0
layout by cell type (no fill, tap or decap), drive strengths merged, types with 17 or more instances in the layout:
master | Yosys | final
ha | 99 | 99
nor2 | 68 | 68
nand2 | 93 | 93
a21oi | 78 | 78
inv | 109 | 109
nor3 | 24 | 24
a21o | 21 | 21
o21ai | 66 | 66
nor2b | 17 | 17
clkdlybuf4s50 | 0 | 103
o211ai | 26 | 26
a211oi | 30 | 30
mux2i | 37 | 37
nand3 | 23 | 23
mux4 | 22 | 22
buf | 26 | 18
mux2 | 18 | 18
area by class of cell:
type / count / area [um2] / area share (%)
repair buffers: 121 / 1150 / 13.5
multi-input cells: 874 / 6580 / 77.0
inverters: 110 / 413 / 4.83
well taps: 319 / 399 / 4.67
cells by family after synthesis:
group / count (synthesis) / synth area share [%]
compound gates: 356 / 33.3
xor+xnor: 19 / 2.27
fa+ha+maj: 101 / 17.4
buf+inv: 188 / 10.4
mux: 77 / 14.6
simple gates: 321 / 22.0
Power is estimated from default activity; no workload was simulated.
